==> ./design.v <==
module adaptive_loop_filter(
    input                   clk,
    input                   reset,
    input                   up,              
    input                   down,            
    input signed [15:0]     gain_adjustment,  
    input signed   [7:0]    predicted_error,  
    output reg [15:0]       control_word      
);
    reg signed [15:0] integrator;
    always @(posedge clk or posedge reset) begin
        if (reset) begin
            integrator   <= 16'sd0;
            control_word <= 16'd1000;   
        end else begin
            if (up)
                integrator <= integrator + gain_adjustment + predicted_error;
            else if (down)
                integrator <= integrator - gain_adjustment - predicted_error;
            control_word <= 16'd1000 + integrator;
        end
    end
endmodule
`timescale 1ns/1ps
module nco(
    input clk,
    input reset,
    input [15:0] freq_control,
    output reg out_clk
);
    reg [15:0] phase_accum;
    always @(posedge clk or posedge reset) begin
        if (reset) begin
            phase_accum <= 16'd0;
            out_clk     <= 1'b0;
        end else begin
            phase_accum <= phase_accum + freq_control;
            out_clk <= phase_accum[15];
        end
    end
endmodule
module bang_bang_phase_detector(
    input  d_in,
    input  recovered_clk,
    output reg up,      
    output reg down     
);
    reg d_in_delayed;
    always @(posedge recovered_clk) begin
        d_in_delayed <= d_in;
        if (d_in && !d_in_delayed) begin
            up   <= 1;
            down <= 0;
        end 
        else if (!d_in && d_in_delayed) begin
            up   <= 0;
            down <= 1;
        end 
        else begin
            up   <= 0;
            down <= 0;
        end
    end
endmodule
module phase_error_calculator(
    input       clk,
    input       reset,
    input       up,
    input       down,
    output reg signed [7:0] phase_error
);
    always @(posedge clk or posedge reset) begin
        if (reset)
            phase_error <= 8'sd0;
        else begin
            if (up)
                phase_error <= 8'sd1;
            else if (down)
                phase_error <= -8'sd1;
            else
                phase_error <= 8'sd0;
        end
    end
endmodule
module predictive_pec(
    input                   clk,
    input                   reset,
    input signed   [7:0]    current_phase_error,
    output reg signed   [7:0] predicted_error
);
    reg signed [7:0] error_reg [0:3];
    integer i;
    reg signed [9:0] sum;
    always @(posedge clk or posedge reset) begin
        if (reset) begin
            for (i = 0; i < 4; i = i+1)
                error_reg[i] <= 8'sd0;
            predicted_error <= 8'sd0;
        end else begin
            error_reg[3] <= error_reg[2];
            error_reg[2] <= error_reg[1];
            error_reg[1] <= error_reg[0];
            error_reg[0] <= current_phase_error;
            sum = error_reg[0] + error_reg[1] + error_reg[2] + error_reg[3];
            predicted_error <= sum >>> 2;  
        end
    end
endmodule
module rl_agent_ml(
    input                   clk,
    input                   reset,
    input signed   [7:0]    phase_error,   
    input signed   [7:0]    jitter,        
    output reg signed [15:0] gain_adjustment,
    output reg signed [7:0]  w1_out,
    output reg signed [7:0]  w2_out,
    output reg signed [7:0]  bias_out
);
    reg signed [7:0] w1, w2, bias;
    parameter signed [7:0] LEARNING_RATE = 8'sd8;   
    parameter integer      SHIFT_FACTOR  = 2;        
    parameter integer      WINDOW_SIZE   = 100;       
    parameter signed [7:0] WEIGHT_MIN = -64;
    parameter signed [7:0] WEIGHT_MAX =  64;
    reg [6:0] cycle_count;   
    reg signed [15:0] accum_error;
    reg signed [15:0] accum_jitter;
    reg signed [15:0] total_error;
    reg signed [15:0] reward;
    parameter integer REWARD_DIVISOR = 4;
    always @(*) begin
        gain_adjustment = (phase_error * w1) + (jitter * w2) + bias;
    end
    always @(posedge clk or posedge reset) begin
        if (reset) begin
            w1          <= 8'sd2;
            w2          <= 8'sd1;
            bias        <= 8'sd0;
            cycle_count <= 0;
            accum_error <= 0;
            accum_jitter <= 0;
        end else begin
            accum_error  <= accum_error  + phase_error;
            accum_jitter <= accum_jitter + jitter;
            cycle_count  <= cycle_count + 1;
            if (cycle_count == (WINDOW_SIZE - 1)) begin
                total_error = accum_error;  
                if (total_error < 0)
                    reward = -(((-total_error) * (-total_error)) / REWARD_DIVISOR);
                else
                    reward = -((total_error * total_error) / REWARD_DIVISOR);
                w1   <= clamp( w1 + ((LEARNING_RATE * reward * accum_error) >>> SHIFT_FACTOR) );
                w2   <= clamp( w2 + ((LEARNING_RATE * reward * accum_jitter) >>> SHIFT_FACTOR) );
                bias <= clamp( bias + ((LEARNING_RATE * reward) >>> SHIFT_FACTOR) );
                accum_error  <= 0;
                accum_jitter <= 0;
                cycle_count  <= 0;
            end
        end
    end
    function signed [7:0] clamp;
        input signed [15:0] val;
        begin
            if (val > WEIGHT_MAX)
                clamp = WEIGHT_MAX;
            else if (val < WEIGHT_MIN)
                clamp = WEIGHT_MIN;
            else
                clamp = val[7:0];
        end
    endfunction
    always @(*) begin
        w1_out = w1;
        w2_out = w2;
        bias_out = bias;
    end
endmodule
module top_rl_cdr(
    input  clk,
    input  reset,
    input  data_in,
    output recovered_clk,
    output signed [7:0] phase_error_out,
    output signed [15:0] gain_adjustment_out,
    output signed [7:0] predicted_error_out,
    output [15:0] control_word_out
);
   wire up, down;
   wire [15:0] control_word;
   wire internal_recovered_clk;
   wire signed [7:0] phase_error;
   wire signed [15:0] gain_adjustment;
   wire signed [7:0] predicted_error;
   wire signed [7:0] jitter;  
   bang_bang_phase_detector pd (
      .d_in(data_in),
      .recovered_clk(internal_recovered_clk),
      .up(up),
      .down(down)
   );
   phase_error_calculator pecalc(
      .clk(clk),
      .reset(reset),
      .up(up),
      .down(down),
      .phase_error(phase_error)
   );
   assign jitter = (phase_error[7] == 1'b1) ? -phase_error : phase_error;
   rl_agent_ml agent (
    .clk(clk),
    .reset(reset),
    .phase_error(phase_error),
    .jitter(jitter),
    .gain_adjustment(gain_adjustment)
    );
   predictive_pec pred_pec (
       .clk(clk),
       .reset(reset),
       .current_phase_error(phase_error),
       .predicted_error(predicted_error)
   );
   adaptive_loop_filter alf (
       .clk(clk),
       .reset(reset),
       .up(up),
       .down(down),
       .gain_adjustment(gain_adjustment),
       .predicted_error(predicted_error),
       .control_word(control_word)
   );
   nco nco_inst (
      .clk(clk),
      .reset(reset),
      .out_clk(internal_recovered_clk)
   );
   assign recovered_clk = internal_recovered_clk;
   assign phase_error_out      = phase_error;
   assign gain_adjustment_out  = gain_adjustment;
   assign predicted_error_out  = predicted_error;
   assign control_word_out     = control_word;
endmodule
==> ./run.sh <==
#!/bin/bash
# OpenROAD 26Q1-2900-gdf79404cd8, Yosys 0.63+post, stock flow scripts
make -C /OpenROAD-flow-scripts/flow DESIGN_CONFIG=/design/flow/config.mk WORK_HOME=/design/flow/orfs finish
==> ./config.mk <==
export PLATFORM = sky130hd
export DESIGN_NAME = top_rl_cdr
export DESIGN_NICKNAME = top_rl_cdr
export VERILOG_FILES = /design/flow/design.v
export SDC_FILE = /design/flow/constraint.sdc
export NUM_CORES = 4
export LEC_CHECK = 1
export CORE_AREA = 10 10 74 74
export DIE_AREA = 0 0 84 84
==> ./constraint.sdc <==
current_design top_rl_cdr

set clk_period 1.7
set clk_io_pct 0.2

create_clock -name clk0 -period $clk_period [get_ports {clk}]

set non_clock_inputs [all_inputs -no_clocks]
set_input_delay [expr $clk_period * $clk_io_pct] -clock clk0 $non_clock_inputs
set_output_delay [expr $clk_period * $clk_io_pct] -clock clk0 [all_outputs]
==> flow_summary.ini <==
; generated from flow reports
[status]
outcome = finished with violations
failed_checks = negative setup slack

[timing]
finalClockPeriodUsage_pct = 201
fin_setup_tns_ns = -10.89
setup_ws_ns = -1.72
slew_viol_final = 0
fmax_mhz = 293
setup_viol = 9
rsz0062_at_grt = yes
fin_crit_ns = 3.42
clock_skew_ns = 0.00111
hold_violations = 0

[worst_setup_path]
path_depth = 13
endpoint_kind = output pin
rrSetupSlack_ns = 0.49
rr_worst_depth = 4
r2r-start = agent.cycle_count[0]
crit_fanout = 2
crit_required_ns = 1.36
critical_path_class = reg2out
r2r-end = agent.bias[6]
crit_slowest_cell = fa_2
crit_top_cell = ha_4
crit_chain = ha_4 > inv_2 > ha_4 > ha_4 > ha_4 > fa_2 > ha_4 > fa_2 > a21o_1 > a21oi_2 > buf_4 > xor2_1 > buf_2
path_buffers = 3
slowest_delay_ns = 0.44
cp.arrival_ns = 3.08
critPathLaunchType = flip-flop
crit_family = adder cells

[power_and_ir_drop]
finalPower_uw = 524
vdd_drop_max_uv = 454
power_density_nw_per_um2 = 340
power_leakage_uw = 0.000892

[grt]
grt_overflow = 0
grtUsageTotal_pct = 6.11
grt_pass1_wl_mm = 3.80
grt_max_degree = 12
grt_pass1_vias = 909
antenna_found_initial = 0

[synth]
ys_seq_share_pct = 22.8
ys_cells = 128
ys_types = 28
syn_avg_cell_area_um2 = 9.45
ys_area_um2 = 1210
top_cells_by_count = buf_4, ha_1, dfrtp_1, inv_1
synth_top_cell_by_count = buf_4
synthFlopType = dfrtp_1
synthCells = 128
synthesis.area_um2 = 1210
numSynthFlops = 11
top_cells_by_area = buf_4, dfrtp_1, ha_1
ys_warn_count = 23
yosys.area.top_type = buf_4
async_flop_share_pct = 100
top_cell_area_share_pct = 24.8
edf_count = 0

[drt]
antennaDiodeCount = 0
vias = 803
drt-pass1-iter-count = 4
wire_per_inst_um = 10.3
initialDrtViolationCount = 19
viasPerCell = 3.82
wl_mm = 2.17
drtAntennaViolNets = 0
drc = 0

[placed_design]
port_buffers = 11
gp_congestion = 0.732
place_hpwl_mm = 1.82

[clocking]
cts_tree = built
cts_root_buf = clkbuf_8
clkTransAtPathRegs_ns = 0.05
cts_sinks = 11
htreeDepth = 1
clock_latency_ns = 0.23
numCtsBuffers = 3
cts_max_path_buffers = 2
hold_buffers = 0

[flow_run]
drv_cap = 0
tool_warnings = 34

[floorplan]
die_area_um2 = 7060
coreArea_um2 = 3970
fp_util_pct = 30.5
die_y_um = 84
io_pins = 52
die_x_um = 84
rows = 23

[layout]
syn2layout_area_growth_pct = 27.4
drive_gt1_share_pct = 33.8

[worst_hold_path]
holdCritPathClass = in2async
## state kept, by name, summed over array words and instances (netlist names)
signal	cells
agent.cycle_count	7
agent.w2	1
agent.bias	2
agent.w1	1
## placed cells by master (no fill, tap or decap), drive strengths merged
cell type | synthesis | final
nand2 | 3 | 3
clkdlybuf4s50 | 0 | 2
and2 | 1 | 1
dfrtp | 11 | 11
ha | 21 | 21
fa | 3 | 3
mux2i | 1 | 1
xnor2 | 3 | 3
a211oi | 1 | 1
buf | 40 | 31
a21oi | 2 | 2
and3 | 1 | 1
nand3 | 5 | 5
nand4 | 1 | 1
nor2 | 6 | 6
a21o | 2 | 2
or3 | 1 | 1
nor2b | 1 | 1
nor3 | 1 | 1
xor2 | 3 | 3
inv | 9 | 9
clkbuf | 3 | 5
conb | 2 | 39
a21bo | 1 | 1
o21ai | 1 | 1
a31oi | 3 | 3
nand2b | 1 | 1
o211ai | 1 | 1
## stage by stage
stage	worst slack, ns	instance area, um2	hold WS, ns	instances	util [%]
after floorplan	-1.31	1430	0.192	165	-
after global placement	-1.79	1420	0.444	200	35.6
after detailed placement	-1.82	1420	0.444	200	35.6
after CTS	-1.78	1520	0.400	209	38.3
after global routing	-1.85	1540	0.420	210	38.8
final	-1.72	1540	0.391	210	38.8
## report_power, final
part	internal, uW	total [uW]	switching, uW
Clock	163	248	84.8
Sequential	263	263	0
Combinational	2.13	12.6	10.5
Total	428	524	95.3
## layout make-up
| cell class | instances | area (um2) |
|---|---|---|
| Fill cell | 383 | 2430 |
| Tap cell | 50 | 62.6 |
| Inverter | 9 | 33.8 |
| Sequential cell | 11 | 277 |
| Clock buffer | 4 | 45.0 |
| Timing Repair Buffer | 34 | 262 |
| Multi-Input combinational cell | 102 | 862 |
## worst max path at each step
stage / startpoint / endpoint / slack, ns
after CTS: agent.bias[7] / gain_adjustment_out[13] / -1.78
after global routing: agent.w2[7] / gain_adjustment_out[13] / -1.85
final: agent.bias[7] / gain_adjustment_out[13] / -1.72
## per-layer routing
| metal | vias to the layer above | global-route usage (%) | wire length (um) |
|---|---|---|---|
| li1 | 401 | - | - |
| met1 | 369 | 7.58 | 985 |
| met2 | 31 | 10.8 | 1040 |
| met3 | 2 | 1.18 | 135 |
| met4 | 0 | 0.913 | 8 |
| met5 | - | 0 | 0 |
## cell families (layout without fill, tap and decap cells)
family                     after synthesis  count (layout)  share of synthesized area, %
buffers and inverters                   52              47                          28.5
other                                    2              39                         0.621
DFF                                     11              11                          22.8
adders and majority gates               24              24                          26.7
muxes                                    1               1                         0.827
AOI/OAI and AO/OA                       11              11                          6.10
and+or+nand+nor                         21              21                          10.1
xor gates and xnor gates                 6               6                          4.34
## worst register-to-register path: cells and delay by family (launching register included)
kind / cells / cell delay [ns]
DFF: 1 / 0.40
adders and majority gates: 1 / 0.28
and+or+nand+nor: 2 / 0.25
AOI/OAI and AO/OA: 1 / 0.17
## timing repair
item / in CTS / in global routing
resized: 30 / 8
setup endpoints to repair: 9 / 9
pin swaps: 15 / 7
endpoints found under the hold margin: 0 / 0
setup buffers: 5 / 1
