### flow/design.v
module cdr_top(
    input  clk,
    input  reset,
    input  data_in,
    output recovered_clk
);
   wire up, down;
   wire [15:0] control_word;
   wire internal_recovered_clk;
   bang_bang_phase_detector pd (
      .d_in(data_in),
      .recovered_clk(internal_recovered_clk),
      .up(up),
      .down(down)
   );
   loop_filter lf (
      .clk(clk),
      .reset(reset),
      .up(up),
      .down(down),
      .control_word(control_word)
   );
   nco nco_inst (
      .clk(clk),
      .reset(reset),
      .freq_control(control_word),
      .out_clk(internal_recovered_clk)
   );
   assign recovered_clk = internal_recovered_clk;
endmodule
module loop_filter(
    input         clk,
    input         reset,
    input         up,
    input         down,
    output reg [15:0] control_word
);
    reg signed [15:0] integrator;
    always @(posedge clk or posedge reset) begin
        if (reset) begin
            integrator   <= 0;
            control_word <= 16'd1000;  
        end 
        else begin
            if (up)
                integrator <= integrator + 1;
            else if (down)
                integrator <= integrator - 1;
            control_word <= 16'd1000 + integrator;
        end
    end
endmodule
`timescale 1ns/1ps
module nco(
    input clk,
    input reset,
    input [15:0] freq_control,
    output reg out_clk
);
    reg [15:0] phase_accum;
    always @(posedge clk or posedge reset) begin
        if (reset) begin
            phase_accum <= 16'd0;
            out_clk     <= 1'b0;
        end else begin
            phase_accum <= phase_accum + freq_control;
            out_clk <= phase_accum[15];
        end
    end
endmodule
module bang_bang_phase_detector(
    input  d_in,
    input  recovered_clk,
    output reg up,      
    output reg down     
);
    reg d_in_delayed;
    always @(posedge recovered_clk) begin
        d_in_delayed <= d_in;
        if (d_in && !d_in_delayed) begin
            up   <= 1;
            down <= 0;
        end 
        else if (!d_in && d_in_delayed) begin
            up   <= 0;
            down <= 1;
        end 
        else begin
            up   <= 0;
            down <= 0;
        end
    end
endmodule
### flow/constraint.sdc
current_design cdr_top

set clk_period 5.1
set clk_io_pct 0.2

create_clock -name clk0 -period $clk_period [get_ports {clk}]

set non_clock_inputs [all_inputs -no_clocks]
set_input_delay [expr $clk_period * $clk_io_pct] -clock clk0 $non_clock_inputs
set_output_delay [expr $clk_period * $clk_io_pct] -clock clk0 [all_outputs]
### flow/run.sh
#!/bin/bash
# OpenROAD 26Q1-2900-gdf79404cd8, Yosys 0.63+post, stock flow scripts
make -C /OpenROAD-flow-scripts/flow DESIGN_CONFIG=/design/flow/config.mk WORK_HOME=/design/flow/orfs finish
### flow/config.mk
export PLATFORM = sky130hd
export DESIGN_NAME = cdr_top
export DESIGN_NICKNAME = cdr_top
export VERILOG_FILES = /design/flow/design.v
export SDC_FILE = /design/flow/constraint.sdc
export NUM_CORES = 4
export LEC_CHECK = 1
export CORE_UTILIZATION = 50
==> results.txt <==
CTS tree: yes
yosys stat chip area: 0.00309 mm2
Post-synth seq share: 0.419
cycle use final: 0.468
FP Rows: 28
cts bufs inserted: 5
Setup TNS: 0 ns
Synth area leaders: dfrtp_1 35%, ha_1 12%, dfstp_2 5.1%
Synth top area share: 0.349
1st-iter DRT viols: 95
H-tree depth: 2
RSZ-0062 raised after global routing: false
Max clock buf depth: 2
post-synth top area cell: dfrtp_1
clock root buffer: clkbuf_8
Mapped Cells: 313
Total Routing Usage GR: 0.190
Metal-1 WL: 2960 um
routed wl met3: 185 um
fin crit period: 2.39 ns
die width: 80.6 um
asr flop ratio synth: 0.942
endpoints left unconstrained: 3
DIE AREA: 0.00649 mm2
wire length of the first global-routing pass: 9160 um
Main synth FF type: dfrtp_1
FP Util: 0.521
wire per inst: 13.8 um
flip-flops with a built-in enable: 0
largest net degree at the start of global routing: 50
antenna fix cells: 0
total core area: 0.00592 mm2
Yosys reg bits: 52
worst-path fanout max: 3
Avg Synthesized Cell Area: 9.86 um2
Pre-antenna DRT Iters: 4
power per cell area: 191 mW/mm2
hold_buf cts: 0
initial antenna violation count: 0
Clock Latency Late Sink: 0.30 ns
share of post-route cells with drive strength above 1: 0.0844
Clock Skews: 0.00564 ns
Post-Syn Area: 0.00309 mm2
critical path arrival: 2.61 ns
# port buffers: 3
CP Launch Type: register
drt total wl: 5460 um
antenna-violating nets left: 0
Rel. slew slack: 0.574
crit-path max cell delay: 0.42 ns
met2 WL: 2250 um
CP Buf/Inv Count: 0
post-CTS sizing: 0
CP Cell Sequence: ha_1 -> fa_1 -> a21oi_1 -> o21ai_2 -> a2111oi_4 -> o31ai_1 -> a31oi_1 -> xnor2_1
I/O pins: 4
clk slew on worst S/H paths: 0.09 ns
CP endpoint kind: register
Final HPWL DP: 3960 um
Yosys Instances: 313
status: finished clean
Die H: 80.6 um
Unique cell types: 48
final non-filler cell area: 0.00329 mm2
Hold Path Class: register to register
tool warnings: 25
yosys warns: 3
Leak: 1.44 nW
GPL Wtd Cong: 0.868
delay-heaviest family, CP: AND-OR/OR-AND gates
total number of vias: 2162
total grt overflow: 0
Area Growth Syn to Fin: 6.69%
Worst VDD drop: 113 uV
slowest stage cell on the critical path: fa_1
Area after DPL: 0.00320 mm2
max layer used: met4
register pins left without a clock: 3
Hold Vio Cnt, Final: 0
Worst-Margin Slew: 0.639 ns
fmax: 419 MHz
vias per cell: 5.47
# DRC: 0
Max Cap Viol: 0
Fill cells: 529
type of the worst setup path: register to register
CP required: 5.33 ns
Setup violations, final: 0
vias in the first global route: 1900
max-slew violations: 0
setup repair bufs after CTS: 0
[path summary, 6_finish.rpt]
check,startpoint,endpoint,slack (ns),cells after the start
setup / recovery,lf.control_word[0]$_DFF_PP0_,nco_inst.phase_accum[14]$_DFF_PP0_,2.71,8
setup reg to reg,lf.control_word[0]$_DFF_PP0_,nco_inst.phase_accum[14]$_DFF_PP0_,2.71,8
max in group asynchronous,reset,nco_inst.phase_accum[15]$_DFF_PP0_,3.47,3
hold reg to reg,nco_inst.phase_accum[15]$_DFF_PP0_,nco_inst.out_clk$_DFF_PP0_,0.40,0
hold / removal,nco_inst.phase_accum[15]$_DFF_PP0_,nco_inst.out_clk$_DFF_PP0_,0.40,0
min in group asynchronous,reset,lf.control_word[2]$_DFF_PP0_,1.18,3
[cell usage after synthesis, drive strengths merged (2+ instances only)]
cell / number
dfrtp: 43
ha: 30
nor2: 29
a21oi: 28
nand2: 27
xnor2: 18
o21ai: 16
xor2: 14
inv: 10
nor3: 9
a211oi: 8
a21o: 8
clkbuf: 6
dfstp: 6
nor2b: 6
a31oi: 5
o211ai: 5
o31ai: 4
a21boi: 3
dfxtp: 3
nand3: 3
nand4: 3
o21a: 3
or2: 3
a2111oi: 2
a311o: 2
and3: 2
fa: 2
nand2b: 2
[power breakdown]
group,switching (W),internal (W)
sequential,0,0.000389
clock,0.000132,0.0000975
combinational,0.00000799,0.00000212
[layout by cell type, fill, tap and decap left out, types with 5 or more instances in the layout]
cell type   n
nor2_1     29
xor2_1     14
xnor2_1    18
dfstp_2     6
nor2b_1     6
a31oi_1     5
a211oi_1    7
nand2_1    27
a21o_1      8
inv_1       9
nor3_1      9
o211ai_1    5
dfrtp_1    43
a21oi_1    26
clkbuf_8    5
o21ai_0    13
ha_1       30
[metal layers]
layer	track usage	up-vias
met4	0.0161	0
met5	0	-
li1	-	1134
met1	0.323	1001
met2	0.276	22
met3	0.0288	5
[through the flow]
step	setup slack (ns)	std cells	hold slack (ns)	utilization	total power, W
after floorplan	2.91	313	0.372	-	0.000402
after detailed placement	2.74	387	0.389	0.541	0.000407
after CTS	2.71	395	0.406	0.556	0.000637
after global routing	2.55	395	0.423	0.556	0.000657
after global placement	2.78	387	0.394	0.541	0.000407
final	2.71	395	0.405	0.556	0.000628
[sequential cells by signal (all words and copies together) (netlist names)]
register	count
lf.control_word	16
lf.integrator	16
nco_inst.phase_accum	16
nco_inst.out_clk	1
pd.d_in_delayed	1
pd.down	1
pd.up	1
[area by class of cell]
| class | count | area [um2] | share of cell area |
|---|---|---|---|
| Clock buffer | 5 | 68.8 | 0.0209 |
| Clock inverter | 3 | 21.3 | 0.00646 |
| Inverter | 10 | 37.5 | 0.0114 |
| Multi-Input combinational cell | 245 | 1730 | 0.526 |
| Sequential cell | 52 | 1290 | 0.393 |
| Tap cell | 75 | 93.8 | 0.0285 |
| Timing Repair Buffer | 5 | 45.0 | 0.0137 |
[kinds of logic after synthesis]
| kind of cell | after synthesis | share of synthesized area |
|---|---|---|
| adder cells (fa/ha/maj) | 32 | 0.135 |
| AND/OR/NAND/NOR | 91 | 0.137 |
| flip-flops | 52 | 0.419 |
| buffers and inverters | 16 | 0.0195 |
| multiplexers | 2 | 0.00689 |
| AND-OR/OR-AND | 88 | 0.193 |
| XOR/XNOR | 32 | 0.0908 |
Power figures rest on the tool's default switching activity, not on a simulated workload.
