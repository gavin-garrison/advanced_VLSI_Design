<file path="./run.sh">
#!/bin/bash
# OpenROAD 26Q1-2900-gdf79404cd8, Yosys 0.63+post, stock flow scripts
make -C /OpenROAD-flow-scripts/flow DESIGN_CONFIG=/design/flow/config.mk WORK_HOME=/design/flow/orfs finish
</file>
<file path="./config.mk">
export PLATFORM = sky130hd
export DESIGN_NAME = top_cdr_baseline
export DESIGN_NICKNAME = top_cdr_baseline
export VERILOG_FILES = /design/flow/design.v
export SDC_FILE = /design/flow/constraint.sdc
export NUM_CORES = 4
export LEC_CHECK = 1
export CORE_UTILIZATION = 50
</file>
<file path="./constraint.sdc">
current_design top_cdr_baseline

set clk_period 6.7
set clk_io_pct 0.2

create_clock -name clk0 -period $clk_period [get_ports {clk}]

set non_clock_inputs [all_inputs -no_clocks]
set_input_delay [expr $clk_period * $clk_io_pct] -clock clk0 $non_clock_inputs
set_output_delay [expr $clk_period * $clk_io_pct] -clock clk0 [all_outputs]
</file>
<file path="./design.v">
`timescale 1ns/1ps
module granular_phase_detector(
    input clk,
    input reset,
    input d_in,
    input recovered_clk,
    output reg signed [3:0] phase_error   
);
    reg d_in_sync0, d_in_sync1;
    reg rec_clk_sync0, rec_clk_sync1;
    always @(posedge clk or posedge reset) begin
        if (reset) begin
            d_in_sync0 <= 0;
            d_in_sync1 <= 0;
            rec_clk_sync0 <= 0;
            rec_clk_sync1 <= 0;
        end else begin
            d_in_sync0 <= d_in;
            d_in_sync1 <= d_in_sync0;
            rec_clk_sync0 <= recovered_clk;
            rec_clk_sync1 <= rec_clk_sync0;
        end
    end
    reg [7:0] cnt;
    always @(posedge clk or posedge reset) begin
        if (reset)
            cnt <= 0;
        else
            cnt <= cnt + 1;
    end
    reg d_in_prev;
    reg [7:0] d_in_time;
    always @(posedge clk or posedge reset) begin
        if (reset) begin
            d_in_prev <= 0;
            d_in_time <= 0;
        end else begin
            d_in_prev <= d_in_sync1;
            if (d_in_sync1 && !d_in_prev)
                d_in_time <= cnt;
        end
    end
    reg rec_clk_prev;
    reg [7:0] delta;
    always @(posedge clk or posedge reset) begin
        if (reset) begin
            rec_clk_prev <= 0;
            delta <= 0;
        end else begin
            rec_clk_prev <= rec_clk_sync1;
            if (rec_clk_sync1 && !rec_clk_prev)
                delta <= cnt - d_in_time;
        end
    end
    parameter [7:0] EXPECTED_DELAY = 8'd5;
    always @(posedge clk or posedge reset) begin
        if (reset)
            phase_error <= 4'sd0;
        else if (rec_clk_sync1 && !rec_clk_prev)
            phase_error <= $signed({1'b0, delta}) - $signed({1'b0, EXPECTED_DELAY});
    end
endmodule
`timescale 1ns/1ps
module loop_filter_static(
    input clk,
    input reset,
    input signed [7:0] phase_error,   
    output reg [15:0] control_word    
);
    reg signed [15:0] integrator;
    always @(posedge clk or posedge reset) begin
        if (reset) begin
            integrator   <= 16'sd0;
            control_word <= 16'd1000;  
        end else begin
            if (phase_error < 0)
                integrator <= integrator + 1;
            else if (phase_error > 0)
                integrator <= integrator - 1;
            control_word <= 16'd1000 + integrator;
        end
    end
endmodule
`timescale 1ns/1ps
module nco(
    input clk,
    input reset,
    input [15:0] freq_control,
    output reg out_clk
);
    reg [15:0] phase_accum;
    always @(posedge clk or posedge reset) begin
        if (reset) begin
            phase_accum <= 16'd0;
            out_clk     <= 1'b0;
        end else begin
            phase_accum <= phase_accum + freq_control;
            out_clk <= phase_accum[15];
        end
    end
endmodule
`timescale 1ns/1ps
module top_cdr_baseline(
    input clk,
    input reset,
    input data_in,
    output recovered_clk,
    output signed [7:0] phase_error_out   
);
   wire signed [3:0] phase_error_4bit;
   wire signed [7:0] phase_error_8bit;
   wire [15:0] control_word;
   wire internal_recovered_clk;
   granular_phase_detector gpd (
       .clk(clk),
       .reset(reset),
       .d_in(data_in),
       .recovered_clk(internal_recovered_clk),
       .phase_error(phase_error_4bit)
   );
   assign phase_error_8bit = {{4{phase_error_4bit[3]}}, phase_error_4bit};
   assign phase_error_out = phase_error_8bit;
   loop_filter_static lf (
       .clk(clk),
       .reset(reset),
       .phase_error(phase_error_8bit),
       .control_word(control_word)
   );
   nco nco_inst (
       .clk(clk),
       .reset(reset),
       .freq_control(control_word),
       .out_clk(internal_recovered_clk)
   );
   assign recovered_clk = internal_recovered_clk;
endmodule
</file>
==> flow_metrics.env <==
# yosys + openroad results
export IMPL_outcome="finished, final reports clean"
export IMPL_crit_cells=8
export IMPL_synth_cell_types=50
export IMPL_cts_sinks=71
export IMPL_slew_violations=0
export IMPL_maxCapViolCount=0
export IMPL_crit_fanout=14
export IMPL_synth_cells=361
export IMPL_cp_start_kind="flip-flop"
export IMPL_coreArea_sq_um=7370
export IMPL_place_gp_congestion=0.843
export IMPL_grt_first_pass_wirelength_microns=11700
export IMPL_hold_path_class="reg -> reg"
export IMPL_clk_path_buf_depth=2
export IMPL_worstPathCellList="inv_1 > ha_1 > nor2b_4 > o31a_1 > o31a_4 > a221oi_4 > xor2_1 > a21oi_1"
export IMPL_crit_buf_inv=1
export IMPL_dp_hpwl_microns=4790
export IMPL_placed_area_sq_um=4060
export IMPL_slew_headroom=0.564
export IMPL_htreeDepth=3
export IMPL_ys_flop_type="dfrtp_1"
export IMPL_root_buffer="clkbuf_8"
export IMPL_grt_max_degree=42
export IMPL_tightestPinTransition_ns=0.653
export IMPL_wl_per_cell_microns=13.5
export IMPL_wl_met2_microns=2750
export IMPL_syn2layout_area_growth_pct=11.2
export IMPL_ctsResizeCount=0
export IMPL_async_reset_ff_frac=1.00
export IMPL_rsz0062_at_grt="false"
export IMPL_max_stage_delay_ns=0.58
export IMPL_power_leakage_uw=0.00201
export IMPL_num_io_pins=12
export IMPL_fin_worst_skew_ns=0.00736
export IMPL_crit_arrival_ns=3.06
export IMPL_hold_violations=0
export IMPL_yosys_warnings=3
export IMPL_p_per_area_nw_per_um2=199
export IMPL_grtUsageTotal=0.186
export IMPL_synth_seq_share=0.463
export IMPL_edf_count=0
export IMPL_io_buffers=11
export IMPL_avgViaCountPerCell=5.32
export IMPL_grt_pass1_vias=2486
export IMPL_nFillCells=635
export IMPL_mi_logic_area_sq_um=1950
export IMPL_hold_depth=0
export IMPL_dp_cells=464
export IMPL_cts_tree="built"
export IMPL_num_antenna_cells=0
export IMPL_ys_cells=361
export IMPL_wl_met3_microns=286
export IMPL_ys_flops=71
export IMPL_fin_crit_sh=0.428
export IMPL_top_layer="met4"
export IMPL_fp_utilization=0.523
export IMPL_drtPass1Iterations=4
export IMPL_insertion_delay_ns=0.34
export IMPL_instances_no_fill=480
export IMPL_cts_made_buffers=9
export IMPL_grt_overflow=0
export IMPL_syn_area_sq_um=3860
export IMPL_yosys_area_sq_um=3860
export IMPL_dieArea_sq_um=8070
export IMPL_min_period_ns=2.86
export IMPL_max_freq_ghz=0.349
export IMPL_dieHeight_microns=89.8
export IMPL_layout_drive_gt1_share=0.0892
export IMPL_clkTransAtPathRegs_ns=0.07
export IMPL_cp_slowest_cell="dfrtp_1"
export IMPL_ir_drop_uv=170
export IMPL_final_setup_tns_ns=0
export IMPL_rows=31
export IMPL_critPathCaptureType="flip-flop"
export IMPL_wirelength_microns=6480
export IMPL_drc_errors=0
export IMPL_seqCellArea_sq_um=1780
export IMPL_critPathKind="reg -> reg"
export IMPL_hold_ws_ns=0.357
export IMPL_die_x_microns=89.8
export IMPL_ant_nets=0
export IMPL_antenna_found_initial=0
export IMPL_setup_viol=0
export IMPL_synth_area_per_cell_sq_um=10.7
export IMPL_m1WireLength_microns=3340
export IMPL_vias=2555
export IMPL_warnings=25
export IMPL_ff2ff_path_depth=8
export IMPL_drt_initial_drc_count=119
export IMPL_crit_required_ns=6.89
export IMPL_finish_instance_area_sq_um=4290
export IMPL_cts_setup_buffers=0
export IMPL_hold_buffers=0
export IMPL_cp_top_family="AND-OR/OR-AND gates"
==> cells in the mapped netlist, types with 4 or more instances <==
cell type,n,area share
a211oi_1,4,0.0078
a21o_1,10,0.019
a21oi_1,27,0.035
a31oi_1,4,0.0065
buf_4,4,0.0078
clkbuf_1,5,0.0049
dfrtp_1,65,0.42
dfstp_2,6,0.041
ha_1,35,0.11
inv_1,20,0.019
nand2_1,27,0.026
nand2b_1,4,0.0065
nand3_1,9,0.012
nor2_1,15,0.015
o211ai_1,4,0.0078
o21ai_0,27,0.035
or3_1,4,0.0065
xnor2_1,25,0.057
xor2_1,17,0.039
==> where the power goes <==
| group | switching, uW | leakage (uW) | internal [uW] |
|---|---|---|---|
| Clock | 153 | 0.000120 | 230 |
| Sequential | 3.91 | 0.000834 | 436 |
| Combinational | 17.0 | 0.00105 | 11.6 |
| Total | 174 | 0.00201 | 677 |
==> layout by cell type (no fill, tap or decap), types with 2 or more instances in the layout <==
master / Yosys / final
nor2_1: 15 / 15
mux2i_1: 2 / 2
clkinv_2: 0 / 2
o31ai_1: 2 / 2
nor3b_1: 3 / 3
dfrtp_1: 65 / 65
or4_1: 2 / 2
xor2_1: 17 / 17
inv_1: 20 / 19
buf_4: 4 / 2
a2111oi_0: 2 / 2
mux2_2: 3 / 3
fa_1: 3 / 3
o21a_1: 3 / 3
dfstp_2: 6 / 6
or3_1: 4 / 4
o21bai_1: 3 / 3
and3_1: 3 / 3
nor3_1: 2 / 2
clkdlybuf4s50_1: 0 / 11
nand2_1: 27 / 27
clkbuf_8: 0 / 11
a21o_1: 10 / 10
a21oi_1: 27 / 27
nand3_1: 9 / 9
o211ai_1: 4 / 4
a211oi_1: 4 / 4
xnor2_1: 25 / 25
nand2b_1: 4 / 4
ha_1: 35 / 35
a31oi_1: 4 / 4
bufinv_16: 0 / 2
o21ai_0: 27 / 27
o21ai_1: 2 / 2
==> final timing paths <==
check / start / endpoint / slack (ns)
max: gpd.phase_error[3] / lf.integrator[10] / 3.84
max reg2reg: gpd.phase_error[3] / lf.integrator[10] / 3.84
max in group asynchronous: reset / lf.control_word[9] / 4.33
min reg2reg: gpd.d_in_sync0 / gpd.d_in_sync1 / 0.36
min in group asynchronous: reset / nco_inst.phase_accum[13] / 1.42
min: gpd.d_in_sync0 / gpd.d_in_sync1 / 0.36
==> cells by family after synthesis <==
logic type	Yosys count	share of synthesized area
flops	71	0.463
xor+xnor	42	0.0954
buf+inv	29	0.0321
compound gates	98	0.163
fa+ha+maj	38	0.129
simple gates	78	0.104
mux	5	0.0140
==> layer usage <==
layer / vias up / global-route usage
met4: 0 / 0.0287
met2: 43 / 0.256
met1: 1186 / 0.322
met5: - / 0
li1: 1315 / -
met3: 11 / 0.0430
==> flip-flops by register name (all words and copies together), names as in the netlist <==
name	flops
gpd.d_in_sync1	1
gpd.d_in_sync0	1
nco_inst.out_clk	1
gpd.rec_clk_sync0	1
gpd.cnt	4
lf.control_word	16
gpd.d_in_time	4
gpd.phase_error	4
nco_inst.phase_accum	16
gpd.delta	4
gpd.d_in_prev	1
lf.integrator	16
gpd.rec_clk_prev	1
gpd.rec_clk_sync1	1
==> layout make-up <==
class,instances,area share
multi-input cells,261,0.454
flip-flops and latches,71,0.416
clock buffers,11,0.0353
repair buffers,13,0.0292
well taps,99,0.0289
clock inverters,5,0.0184
inverters,20,0.0175
==> per-stage QoR <==
step,setup slack (ns),util,total power (uW)
after floorplan,3.57,-,470
after CTS,3.80,0.582,864
after global routing,3.58,0.582,890
after global placement,3.87,0.550,477
after detailed placement,3.83,0.550,477
final,3.84,0.582,851
No activity file was given, so power comes from the tool's default toggle rates.
